$ cat constraint.sdc
current_design TicTacToeTextPainter

set clk_period 1.0
set clk_io_pct 0.2

create_clock -name clk0 -period $clk_period

set non_clock_inputs [all_inputs -no_clocks]
set_input_delay [expr $clk_period * $clk_io_pct] -clock clk0 $non_clock_inputs
set_output_delay [expr $clk_period * $clk_io_pct] -clock clk0 [all_outputs]
$ cat run.sh
#!/bin/bash
# OpenROAD 26Q1-2900-gdf79404cd8, Yosys 0.63+post, stock flow scripts
make -C /OpenROAD-flow-scripts/flow DESIGN_CONFIG=/design/flow/config.mk WORK_HOME=/design/flow/orfs finish
$ cat config.mk
export PLATFORM = sky130hd
export DESIGN_NAME = TicTacToeTextPainter
export DESIGN_NICKNAME = TicTacToeTextPainter
export VERILOG_FILES = /design/flow/design.v
export SDC_FILE = /design/flow/constraint.sdc
export NUM_CORES = 4
export LEC_CHECK = 1
export CORE_AREA = 10 10 70 70
export DIE_AREA = 0 0 80 80
$ cat design.v
module TicTacToeTextPainter
   (
    input wire  clk, 
	 input wire  clk1Hz, 
    input wire  [9:0] pix_x, pix_y,
	 input wire [7:0] font_word,
	 input wire pixel_tick,	 
	 input wire xm,ym,
    output wire [3:0] text_on,
    output reg  [2:0] text_rgb =0,
	 output wire [10:0] rom_addr
   );
   reg  [6:0] char_addr=0;reg  [6:0] char_addr_s = 0;reg  [6:0] char_addr_st = 0;
   reg  [3:0] row_addr=0;
   wire [3:0] row_addr_s;wire [3:0] row_addr_st;
   reg  [2:0] bit_addr=0;
   wire [2:0] bit_addr_s;wire [2:0] bit_addr_st;
   wire font_bit, score_on;
	reg state_on = 0;
	reg [2:0] nextRGB = 3'b000;
   assign row_addr_st = pix_y[5:2];
   assign bit_addr_st = pix_x[4:2];
   always @*
	begin
		state_on = (pix_y[9:6]==1) && (pix_x[9:4]<13);
		char_addr_st = 7'h00;
		begin			
			case (pix_x[7:4])
				4'h0: char_addr_st = 7'h54;  
				4'h1: char_addr_st = 7'h69;  
				4'h2: char_addr_st = 7'h63;  
				4'h3: char_addr_st = 7'h00;  
				4'h4: char_addr_st = 7'h54;  
				4'h5: char_addr_st = 7'h61;  
				4'h6: char_addr_st = 7'h63;  
				4'h7: char_addr_st = 7'h00;  
				4'h8: char_addr_st = 7'h54;  
				4'h9: char_addr_st = 7'h74;  
				4'ha: char_addr_st = 7'h65;  
				4'hb: char_addr_st = 7'h00;  
				4'hc: char_addr_st = 7'h00;  
				4'hd: char_addr_st = 7'h00;  
				4'he: char_addr_st = 7'h00;  
				4'hf: char_addr_st = 7'h00;
				default : char_addr_st = 7'h00;
			endcase			
		end
	end				
	localparam red = 3'b001;
   always @*
   begin  
	if(pixel_tick)
	begin
      text_rgb = 3'b000;   
		if (state_on)  
         begin
            char_addr = char_addr_st;
            row_addr = row_addr_st;
            bit_addr = bit_addr_st;
            if (font_bit && pix_x[8:4] > 4'h6)
					text_rgb = 3'b111;						
				else
					text_rgb = 3'b000;
         end		
   end
	end
   assign text_on = {score_on,state_on};
   assign rom_addr = {char_addr, row_addr};
   assign font_bit = font_word[~bit_addr];
endmodule
==> results_dict.tcl <==
# place-and-route summary
set metrics [dict create \
    postLayoutCellArea_um2 1039 \
    mux_area_share_pct 10.65 \
    top_logic_kind "simple AND/OR/NAND/NOR gates" \
    max_stage_delay_ps 190 \
    cp_cell_sequence "buf_12, inv_12, ha_4, nand3b_1, and4b_1, buf_2" \
    die.size.y_um 80 \
    irDropWorstVdd_v 0.00009987 \
    m1WireLength_um 693 \
    yosysWarnings 2 \
    yosys-stat-cells 51 \
    grt_pass1_vias 533 \
    cp_num_buf_inv 3 \
    netlist_instances 51 \
    drv_slew 0 \
    ant_nets 0 \
    syn_area_per_cell_um2 10.13 \
    final_layout_size_suffix_gt1_share_pct 23.40 \
    status "complete, but fails checks" \
    crit_path_start "pix_x[5]" \
    synth_area_um2 516.7 \
    routed_wl_um 1641 \
    max_freq_mhz 919.6 \
    dr.first_iter.drc_count 3 \
    antennaDiodeCount 0 \
    grt_usage_pct 4.720 \
    avgViaCountPerCell 3.357 \
    rsz0062_at_grt "yes" \
    adder_share_pct 12.11 \
    core_util_floorplan_pct 15.13 \
    cp-start-kind "input pin" \
    p_leak_nw 0.4665 \
    crit_family "simple AND/OR/NAND/NOR gates" \
    unclocked_pins 15 \
    setup_violations 1 \
    violations "setup timing" \
    xor_area_share_pct 0 \
    untimed_endpoints 29 \
    synth_cell_types 20 \
    vias 470 \
    hold_viol_final 0 \
    fin_ws_ps -87.44 \
    warnings 47 \
    cp_slowest_cell "and4b_1" \
    hpwlAfterDp_um 1469 \
    drtPass1Iterations 2 \
    pre_cts_ws_ps -979.1 \
    timing.final.crit_share_pct 108.7 \
    end_kind "output pin" \
    die_w_um 80 \
    synth.cellmix.simpleShare_pct 13.80 \
    ys_sh_aoi_pct 6.538 \
    antenna_found_initial 0 \
    dr_wl_met2_um 774 \
    placed_cells_incl_taps 139 \
    grt_overflow 0 \
    fin_crit_ps 1087 \
    critPathRequiredTime_ps 800 \
    grt_max_degree 15 \
    synth-seq-cells 15 \
    remaining_drc_errors 0 \
    std_cell_rows 21 \
    powerDensity_nw_per_um2 293.0 \
    highest_layer "met3" \
    syn_to_final_growth_pct 101.0 \
    place_area_um2 1017 \
    die-area_um2 6400 \
    coreArea_um2 3416 \
    stdcell_count 140 \
    hold_class "input pin to output pin" \
    crit_arrival_ps 890 \
    path_class "input pin to output pin" \
    place.gp.congestion 0.8173 \
    io_buffers 40 \
    wl_met3_um 173 \
    ys_chip_area_um2 516.7 \
    grt_pass1_wl_um 2546 \
    hold_buffers 0 \
    io_pins 51 \
    worstHoldStart "pix_y[7]" \
    cp_max_fo 2 \
    wl_per_cell_um 11.72 \
    max_cap_violations 0 \
]
## cell usage in the layout (no fill, tap or decap), types with 2 or more instances in the layout
cell type	count
inv_1	2
dlygate4sd2_1	2
clkbuf_2	3
nand2b_1	2
buf_4	8
ha_1	4
a21oi_1	2
nand3b_1	2
dlymetal6s2s_1	2
clkdlybuf4s50_1	29
dlxtn_1	14
mux4_2	2
o21ai_0	3
conb_1	3
## cells by family after synthesis
family,count (synthesis)
AND-OR/OR-AND,6
other,1
buffers and inverters,11
AND/OR/NAND/NOR,10
latches,15
multiplexers,3
adder cells (fa/ha/maj),5
## power by group
group	total, mW	switching, mW	internal, mW
registers	0.0549	0.0106	0.0444
logic	0.249	0.0703	0.179
clock network	0	0	0
## synthesized netlist by cell type
master     n  share of area (%)
nor4_1     1                1.2
nor3b_2    1                2.4
conb_1     1               0.73
dlxtn_1   14                 41
a21oi_1    2                1.9
a311oi_1   1                1.7
mux4_2     2                8.7
ha_1       5                 12
inv_1      4                2.9
nor2_1     1               0.73
o21ai_0    3                2.9
nor3b_1    1                1.5
and4b_1    1                1.9
buf_4      6                8.7
mux2i_1    1                1.9
dlxtp_1    1                2.9
nand2b_1   2                2.4
buf_2      1               0.97
nand2_1    1               0.73
nand3b_1   2                2.9
## registers in the layout (all words and copies together) (netlist names)
| register | cells |
|---|---|
| text_rgb | 1 |
| char_addr | 7 |
| bit_addr | 3 |
| row_addr | 4 |
## repair_timing
action | in CTS | in global routing
gates resized | 20 | 18
setup endpoints to repair | 1 | 1
pin swaps | 3 | 2
setup buffers | 1 | 1
## per-layer routing
| metal | GRT usage, % | vias up |
|---|---|---|
| met5 | 0 | - |
| met4 | 0 | 0 |
| met3 | 1.477 | 0 |
| met2 | 8.507 | 24 |
| met1 | 5.662 | 195 |
| li1 | - | 251 |
## tightest hold or removal path: cells and delay by family
family	cells	cell delay (ps)
buffers and inverters	2	190
AND/OR/NAND/NOR	1	200
## path summary, 6_finish.rpt
path,end,cells past startpoint
min,text_on[0],3
max,text_on[0],6
## area by class of cell
class	count	area [um2]
Fill cell	372	2377
Timing Repair Buffer	48	459.2
Multi-Input combinational cell	27	261.5
Sequential cell	15	225.2
Tap cell	46	57.56
Inverter	4	35.03
## through the flow
step	power (mW)	hold WS (ps)	TNS (ps)	util [%]
2_1_floorplan	0.1179	692.9	-3.686	-
3_3_place_gp	0.3083	1415	-966.3	29.78
6_report	0.3043	786.5	-87.44	30.40
4_1_cts	0.3023	898.0	-206.6	29.67
3_5_place_dp	0.3096	1435	-979.1	29.78
5_1_grt	0.3315	817.0	-139.3	30.40
Power figures rest on the tool's default switching activity, not on a simulated workload.
