File: flow/config.mk
export PLATFORM = sky130hd
export DESIGN_NAME = FlagsRegister
export DESIGN_NICKNAME = FlagsRegister
export VERILOG_FILES = /design/flow/design.v
export SDC_FILE = /design/flow/constraint.sdc
export NUM_CORES = 4
export LEC_CHECK = 1
export CORE_AREA = 10 10 91 91
export DIE_AREA = 0 0 101 101
File: flow/constraint.sdc
current_design FlagsRegister

set clk_period 1.0
set clk_io_pct 0.2

create_clock -name clk0 -period $clk_period [get_ports {clk}]

set non_clock_inputs [all_inputs -no_clocks]
set_input_delay [expr $clk_period * $clk_io_pct] -clock clk0 $non_clock_inputs
set_output_delay [expr $clk_period * $clk_io_pct] -clock clk0 [all_outputs]
File: flow/design.v
`timescale 1ns / 1ps
module FlagsRegister(  
	 input [31:0] Di,  
	 input clk,        
	 input enable,     
	 output reg [31:0] Do   
	);
	always @(posedge clk) 
		begin
			if(~enable)
				Do=Di;  
		end
endmodule
File: flow/run.sh
#!/bin/bash
# OpenROAD 26Q1-2900-gdf79404cd8, Yosys 0.63+post, stock flow scripts
make -C /OpenROAD-flow-scripts/flow DESIGN_CONFIG=/design/flow/config.mk WORK_HOME=/design/flow/orfs finish
==> out/qor.yml <==
route:
  vias_per_cell: 3.152
  vias: 580
  drt_iter0_drc: 21
  n_antenna_cell: 0
  wire_per_inst_um: 14.52
  totalWireLength_mm: 2.672
  detail-route-antenna-nets: 0
  dr.pass1.iters: 3
  drc: 0
logic_synthesis:
  ys_types: 2
  netlist_area_um2: 964.7
  synthArstFlopShare: 0
  ys_seq_frac: 0.9961
  edf_count: 32
  top_area_cell: "edfxtp_1"
  top_area_frac: 0.9961
  synth.most_common_cell: "edfxtp_1"
  synthFlopType: "edfxtp_1"
  synth_cells: 33
  avgSynthCellArea_um2: 29.23
  ys_warn_count: 1
  synth_stat.cells: 33
  ys_ff: 32
  top_cells_by_area: "edfxtp_1, inv_1"
  yosys_area_um2: 964.7
  synthTopCellsByCount: "edfxtp_1, inv_1"
run:
  tool_warnings: 27
  cap_violations: 0
clocking:
  cts.htree.levels: 2
  cts-buffers-inserted: 5
  tritoncts: "built"
  post_cts_buffers: 0
  cts_sinks: 32
  clockBufferDepth: 2
  cts-root-buf: "clkbuf_8"
  path_clk_slew_ns: 0.07
placed_design:
  gp_congestion: 0.6804
  portBuffers: 65
floorplan:
  fp.dieH_um: 101
  rows: 29
  die_w_um: 101
  ioPinCount: 66
  initial_core_util: 0.1519
  die_area_mm2: 0.01020
  core_mm2: 0.006350
global_route:
  overflow: 0
  grt_start_max_net_pins: 33
  track_usage: 0.05135
  grt_pass1_wl_mm: 3.953
  grt_pass1_vias: 661
  antenna_found_initial: 0
timing:
  setup_viol: 0
  rsz0062_at_grt: "yes"
  finalHoldViolations: 0
  fmax_ghz: 1.015
  relSlewSlack: 0.8789
  finalHoldWorstSlack_ns: 0.4753
  period_needed_ns: 0.9853
  finalClockPeriodUsage: 0.9853
  drv_slew: 0
  worstMarginPinSlew_ns: 0.1816
final_layout:
  comb_cells: 0
  syn_to_final_growth_pct: 71.60
  ff_latch_area_um2: 960.9
  final.fill_count: 629
  layout.area.comb_um2: 0
  largest_reg_flops: 32
  final_util: 0.2607
  drive_gt1_frac: 0.3645
critical_path:
  cp.required_ns: 1.03
  max_stage_delay_ns: 0.51
  crit_path_start_kind: "input pin"
  cp-end-kind: "flop"
  cp_cell_sequence: "clkdlybuf4s50_1 -> clkinvlp_4 -> buf_12"
  path_buffers: 3
  cp.arrival_ns: 1.01
  worst-setup-path-type: "input pin to flop"
  worstPathMaxFanout: 32
  crit_family: "buffers and inverters"
  slowest_stage: "clkdlybuf4s50_1"
power_and_ir_drop:
  vdd_ir_drop_max_uv: 492.7
  p_leak_nw: 0.6178
  p_per_area_mw_per_mm2: 1685
hold_path:
  hp-class: "input pin to flop"
status:
  outcome: "finished clean"
[logic make-up after synthesis]
| logic type | share of synthesized area |
|---|---|
| flip-flops | 0.9961 |
| buffers and inverters | 0.003887 |
[routing by layer]
| layer | GRT usage | up-vias | share of wire | wire [um] |
|---|---|---|---|---|
| met5 | 0 | - | 0 | 0 |
| met4 | 0.01072 | 0 | 0.019 | 52 |
| met3 | 0.02633 | 5 | 0.096 | 256 |
| met2 | 0.08256 | 31 | 0.51 | 1353 |
| met1 | 0.06070 | 267 | 0.38 | 1009 |
| li1 | - | 277 | - | - |
[where the power goes]
| group | total, mW | switching (mW) | internal, mW |
|---|---|---|---|
| Sequential | 1.61 | 0.0220 | 1.59 |
| Combinational | 0.245 | 0.0640 | 0.181 |
| Clock | 0.928 | 0.445 | 0.484 |
[cells in the final DEF, fill, tap and decap left out]
| cell | count |
|---|---|
| buf_12 | 1 |
| clkdlybuf4s50_1 | 33 |
| edfxtp_1 | 32 |
| clkbuf_8 | 5 |
| buf_2 | 31 |
| clkbuf_1 | 2 |
| clkinvlp_4 | 1 |
| clkbuf_2 | 1 |
| clkinv_1 | 1 |
[per-stage QoR]
step                setup TNS (ns)  cells  power (mW)  area [um^2]  setup slack, ns
floorplan                        0     33       1.640        968.4         0.007684
global placement            -8.073    176       1.992         1735          -0.2548
detailed placement          -8.575    176       2.000         1735          -0.2708
CTS                       -0.06411    184       2.874         1660         -0.06411
global route               -0.2082    184       2.963         1655         -0.02258
finish                           0    184       2.789         1655          0.01468
[final cells by class]
| type | instances | area share |
|---|---|---|
| sequential | 32 | 0.5805 |
| timing repair buffer | 66 | 0.3084 |
| tap | 77 | 0.05820 |
| clock buffer | 7 | 0.04611 |
| inverter | 1 | 0.004535 |
| clock inverter | 1 | 0.002268 |
[repair_timing]
| action | 4_1_cts | 5_1_grt |
|---|---|---|
| hold buffers | 0 | 0 |
| endpoints found under the setup margin | 32 | 18 |
| gates resized | 96 | 1 |
[worst paths after layout]
check	slack, ns	end	from	cells after the start
worst max-delay path	0.01	Do[27]	enable	3
worst min-delay path	0.48	Do[23]	Di[23]	1
Power figures rest on the tool's default switching activity, not on a simulated workload.
